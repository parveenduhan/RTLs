$ cat /design/flow/config.mk
export PLATFORM = sky130hd
export DESIGN_NAME = fibo
export DESIGN_NICKNAME = fibo
export VERILOG_FILES = /design/flow/design.v
export SDC_FILE = /design/flow/constraint.sdc
export NUM_CORES = 4
export LEC_CHECK = 1
export CORE_AREA = 10 10 71 71
export DIE_AREA = 0 0 81 81
$ cat /design/flow/constraint.sdc
current_design fibo

set clk_period 3.2
set clk_io_pct 0.2

create_clock -name clk0 -period $clk_period [get_ports {clk}]

set non_clock_inputs [all_inputs -no_clocks]
set_input_delay [expr $clk_period * $clk_io_pct] -clock clk0 $non_clock_inputs
set_output_delay [expr $clk_period * $clk_io_pct] -clock clk0 [all_outputs]
$ cat /design/flow/design.v
module fibo(input clk,
            input rst,
            output  [7:0] out);
  wire [7:0] sum_out;
  reg [7:0] Fn_1, Fn_2;
  assign out = Fn_2;
  assign sum_out = Fn_1 + Fn_2;
  always @ (posedge clk)
    begin
      if(rst)
        begin
          Fn_1 <= 1;
          Fn_2 <= 0;
        end
      else
        begin
    	  Fn_1 <= sum_out;
          Fn_2 <= Fn_1;
        end
    end
endmodule
$ cat /design/flow/run.sh
#!/bin/bash
# OpenROAD 26Q1-2900-gdf79404cd8, Yosys 0.63+post, stock flow scripts
make -C /OpenROAD-flow-scripts/flow DESIGN_CONFIG=/design/flow/config.mk WORK_HOME=/design/flow/orfs finish
==> flow_summary.html <==
<h3>Run summary</h3>
<table>
<tr><th>Metric</th><th>Value</th></tr>
<tr><th colspan="2">Logic synthesis</th></tr>
<tr><td>Syn Inst Count</td><td>75</td></tr>
<tr><td>Register area share after synthesis</td><td>43.10%</td></tr>
<tr><td>Number of warning messages in the yosys log</td><td>1</td></tr>
<tr><td>Yosys cell types</td><td>28</td></tr>
<tr><td>Post-synthesis sequential element count</td><td>16</td></tr>
<tr><td>YS chip area</td><td>743.2 µm²</td></tr>
<tr><td>Synthesized area</td><td>743.2 µm²</td></tr>
<tr><td>Post-Syn Area per Cell</td><td>9.910 µm²</td></tr>
<tr><td>Total cells reported by yosys after synthesis</td><td>75</td></tr>
<tr><th colspan="2">CTS</th></tr>
<tr><td>Total CTS buffers</td><td>3</td></tr>
<tr><td>TritonCTS clock tree</td><td>built</td></tr>
<tr><td>Source-to-sink clock delay at the later pin of the worst-skew pair</td><td>0.24 ns</td></tr>
<tr><td>CTS sink cnt</td><td>16</td></tr>
<tr><td>Count of buffers added by post-CTS timing repair for setup</td><td>0</td></tr>
<tr><td>Clock-pin transition on the worst setup and hold timing paths</td><td>0.06 ns</td></tr>
<tr><td>Cell at the root of the clock tree</td><td>clkbuf_8</td></tr>
<tr><td>Gates resized, CTS repair</td><td>0</td></tr>
<tr><td>Max clock buf depth</td><td>2</td></tr>
<tr><td>H-tree depth</td><td>1</td></tr>
<tr><td>Hold buffer count at CTS</td><td>0</td></tr>
<tr><th colspan="2">Final timing</th></tr>
<tr><td>Final hold violation count</td><td>0</td></tr>
<tr><td>Final count of negative-setup-slack endpoints</td><td>0</td></tr>
<tr><td>Measured slew at the worst slew-check pin</td><td>0.6194 ns</td></tr>
<tr><td>Final cycle utilization of the critical path</td><td>61.10%</td></tr>
<tr><td>Worst clock skew</td><td>0.002069 ns</td></tr>
<tr><td>Total Neg Setup Slack</td><td>0 ns</td></tr>
<tr><td>Setup repair after global routing missed its margin</td><td>no</td></tr>
<tr><td>Fmax achieved</td><td>511.5 MHz</td></tr>
<tr><td>Min Clock Period, post-route</td><td>1.955 ns</td></tr>
<tr><td>Final count of pins violating max slew</td><td>0</td></tr>
<tr><td>Relative slew slack</td><td>58.58%</td></tr>
<tr><th colspan="2">Route</th></tr>
<tr><td>TritonRoute pass-1 iters</td><td>4</td></tr>
<tr><td>Average wire per standard cell</td><td>9.549 µm</td></tr>
<tr><td>First DRT Iteration DRCs</td><td>24</td></tr>
<tr><td>Post-detailed-routing wire length</td><td>1270 µm</td></tr>
<tr><td>Via-to-Cell Ratio</td><td>4.128</td></tr>
<tr><td>DRC violations left</td><td>0</td></tr>
<tr><td>Via total after detailed routing</td><td>549</td></tr>
<tr><td>N_diodes</td><td>0</td></tr>
<tr><td>Antenna viol nets, final</td><td>0</td></tr>
<tr><th colspan="2">Pwr</th></tr>
<tr><td>Power Internal</td><td>0.0004366 W</td></tr>
<tr><td>Switching Fraction</td><td>29.04%</td></tr>
<tr><td>Net switching power figure</td><td>0.0001787 W</td></tr>
<tr><td>Total power per unit cell area</td><td>663.7 nW/µm²</td></tr>
<tr><td>Combinational power share</td><td>33.0%</td></tr>
<tr><td>Leakage</td><td>0.3731 nW</td></tr>
<tr><td>Fraction of power consumed by sequential logic</td><td>43.3%</td></tr>
<tr><td>Worst IR Drop VDD</td><td>0.2992 mV</td></tr>
<tr><td>Clock group share of total power</td><td>23.7%</td></tr>
<tr><th colspan="2">Floorplan</th></tr>
<tr><td>Die ar.</td><td>6561 µm²</td></tr>
<tr><td>Row count</td><td>22</td></tr>
<tr><td>Y dimension of the die</td><td>81 µm</td></tr>
<tr><td>Die width</td><td>81 µm</td></tr>
<tr><td>Initial Utilization</td><td>20.45%</td></tr>
<tr><td>Core Footprint</td><td>3633 µm²</td></tr>
<tr><td>Number of top-level pins</td><td>10</td></tr>
<tr><th colspan="2">Critical path</th></tr>
<tr><td>Internal reg-to-reg setup slack</td><td>1.49 ns</td></tr>
<tr><td>Startpoint-to-endpoint class of the critical path</td><td>primary input to flop</td></tr>
<tr><td>Family of cells with the greatest summed delay on the critical path</td><td>buffers and inverters</td></tr>
<tr><td>Cell-by-cell trace of the critical path</td><td>clkdlybuf4s50_1, or3b_2, o31a_1, o211ai_2</td></tr>
<tr><td>Critical path arrival</td><td>2.13 ns</td></tr>
<tr><td>Data required, critical path</td><td>3.38 ns</td></tr>
<tr><td>Critical path buffers and inverters</td><td>1</td></tr>
<tr><td>Endpoint type of the worst setup path</td><td>flop</td></tr>
<tr><td>Largest fanout of any net on the critical path</td><td>19</td></tr>
<tr><td>CP Launch Type</td><td>primary input</td></tr>
<tr><td>Critical path's largest stage delay</td><td>0.72 ns</td></tr>
<tr><td>Cell with the largest stage delay on the worst path</td><td>clkdlybuf4s50_1</td></tr>
<tr><th colspan="2">Global route</th></tr>
<tr><td>First-pass GRT wire length</td><td>2242 µm</td></tr>
<tr><td>Congestion Overflow GR</td><td>0</td></tr>
<tr><td>Via count of the first global-routing pass</td><td>485</td></tr>
<tr><td>Number of antenna violations at the first check in global routing</td><td>0</td></tr>
<tr><td>Overall fraction of global-route tracks in use</td><td>4.158%</td></tr>
<tr><td>Pin count of the biggest net entering global routing</td><td>20</td></tr>
<tr><th colspan="2">Layout</th></tr>
<tr><td>Finished Cell Area</td><td>927.1 µm²</td></tr>
<tr><td>Area taken by flip-flops and latches</td><td>320.3 µm²</td></tr>
<tr><td>Layout filler cell count</td><td>392</td></tr>
<tr><td>Fraction of layout cells with a size suffix above 1</td><td>10.59%</td></tr>
<tr><td>Synth-to-Final Area Change</td><td>24.75%</td></tr>
<tr><td>Area of the multi-input gates</td><td>404.1 µm²</td></tr>
<tr><td>Final Instance Count excl. Fillers</td><td>133</td></tr>
<tr><td>Utilization after layout</td><td>25.52%</td></tr>
<tr><th colspan="2">Placement</th></tr>
<tr><td>Number of port buffers</td><td>9</td></tr>
<tr><td>Total instance count after detailed placement</td><td>130</td></tr>
<tr><td>Placer Congestion</td><td>0.8032</td></tr>
<tr><td>Detail Placement HPWL</td><td>975.1 µm</td></tr>
<tr><td>Post-detailed-placement cell area</td><td>885.9 µm²</td></tr>
<tr><th colspan="2">Run status</th></tr>
<tr><td>Result of the run</td><td>finished clean</td></tr>
<tr><th colspan="2">Hold path</th></tr>
<tr><td>HP Class</td><td>flop to flop</td></tr>
<tr><th colspan="2">Flow run</th></tr>
<tr><td>Number of warnings in the stage logs</td><td>25</td></tr>
<tr><td>Total of max-cap violations</td><td>0</td></tr>
</table>
placed cells by master (no fill, tap or decap), types with 2 or more instances in the layout:
cell,instances
a21o_1,2
a21oi_1,3
clkbuf_8,3
clkdlybuf4s50_1,9
dfxtp_1,16
ha_1,7
inv_1,3
nor2_1,4
nor2b_1,9
nor3_1,6
o21a_1,2
o21ai_0,2
o21ai_1,2
or3b_2,2
layout make-up:
| cell class | instances | share of cell area (%) |
|---|---|---|
| clock buffer | 3 | 4.453 |
| inverter | 3 | 1.215 |
| multi-input combinational | 54 | 43.59 |
| sequential | 16 | 34.55 |
| tap | 48 | 6.478 |
| timing repair buffer | 9 | 9.717 |
sequential cells by signal (all words and copies together), names as in the netlist:
signal,cells
Fn_1,8
Fn_2,8
worst paths after layout:
path	from	end	depth (start not counted)
worst min register to register	Fn_1[4]	Fn_2[4]	1
worst max register to register	Fn_2[0]	Fn_1[6]	7
worst min-delay path	Fn_1[4]	Fn_2[4]	1
worst max-delay path	rst	Fn_1[5]	4
stage by stage:
stage | setup slack [ns] | total power (W) | hold WS (ns)
final | 1.245 | 0.0006153 | 0.4649
after detailed placement | 0.9823 | 0.0004749 | 0.4546
after global routing | 1.145 | 0.0006700 | 0.4770
after global placement | 1.033 | 0.0004708 | 0.4543
after floorplan | 1.653 | 0.0004133 | 0.4422
after CTS | 1.234 | 0.0006271 | 0.4667
cell families after synthesis:
family	after synthesis	share of synthesized area, %
adders and majority gates	8	14.48
xor gates and xnor gates	1	1.179
buffers and inverters	5	2.526
and+or+nand+nor	28	21.72
AOI/OAI and AO/OA	17	17.00
DFF	16	43.10
routing by layer:
metal	GRT usage [%]	vias up	part of all wire [%]
li1	-	286	-
met1	5.385	255	50
met2	6.210	8	41
met3	2.339	0	8.5
met4	0.3460	0	0
met5	0	-	0
synthesized netlist by cell type, drive strengths merged:
| cell | instances | area share [%] |
|---|---|---|
| o211a | 1 | 1.3 |
| nor2 | 4 | 2.0 |
| nor3 | 6 | 4.0 |
| nand2 | 1 | 0.50 |
| nand3 | 1 | 0.67 |
| nand2b | 1 | 0.84 |
| dfxtp | 16 | 43 |
| ha | 7 | 12 |
| fa | 1 | 2.7 |
| a21o | 2 | 2.0 |
| nor3b | 1 | 1.0 |
| or3b | 2 | 2.4 |
| or3 | 1 | 0.84 |
| o31a | 2 | 2.5 |
| or4 | 1 | 1.0 |
| xnor2 | 1 | 1.2 |
| or2 | 1 | 0.84 |
| o21a | 2 | 2.0 |
| inv | 3 | 1.5 |
| nor2b | 9 | 7.6 |
| o21ai | 4 | 2.7 |
| a211oi | 2 | 2.7 |
| a21oi | 3 | 2.0 |
| clkbuf | 2 | 1.0 |
| o211ai | 1 | 1.7 |
power groups by stage:
stage	combinational (W)	clock, W	sequential, W
global route	0.000235	0.000163	0.000272
finish	0.000203	0.000146	0.000266
CTS	0.000207	0.000153	0.000267
Power and IR drop assume default switching activity.
